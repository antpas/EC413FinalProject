`flow/run.sh`:
```
#!/bin/bash
# OpenROAD 26Q1-2900-gdf79404cd8, Yosys 0.63+post, stock flow scripts
make -C /OpenROAD-flow-scripts/flow DESIGN_CONFIG=/design/flow/config.mk WORK_HOME=/design/flow/orfs finish
```
`flow/design.v`:
```
module DMem(WriteData,    
            MemData,      
            Address,      
            MemWrite,     
            Clk);         
parameter ADDRESS_WIDTH = 16;
parameter DATA_WIDTH = 32;
input [DATA_WIDTH-1:0]       WriteData;
input [ADDRESS_WIDTH-1:0]    Address;
input MemWrite;
input Clk;
output [DATA_WIDTH-1:0] MemData;
reg [DATA_WIDTH-1:0] mem_contents [ADDRESS_WIDTH-1:0];
integer i;
assign MemData= mem_contents[Address];
always @(negedge Clk)
begin
	if(MemWrite)
	begin
		mem_contents[Address]<= #5 WriteData;
	end
end
endmodule
```
`flow/constraint.sdc`:
```
current_design DMem

set clk_period 5.4
set clk_io_pct 0.2

create_clock -name clk0 -period $clk_period [get_ports {Clk}]

set non_clock_inputs [all_inputs -no_clocks]
set_input_delay [expr $clk_period * $clk_io_pct] -clock clk0 $non_clock_inputs
set_output_delay [expr $clk_period * $clk_io_pct] -clock clk0 [all_outputs]
```
`flow/config.mk`:
```
export PLATFORM = sky130hd
export DESIGN_NAME = DMem
export DESIGN_NICKNAME = DMem
export VERILOG_FILES = /design/flow/design.v
export SDC_FILE = /design/flow/constraint.sdc
export NUM_CORES = 4
export LEC_CHECK = 1
export CORE_UTILIZATION = 50
```
==> reports/qor.csv <==
stage,metric,value,unit
yosys,Synth Area per Inst,23.8,um^2
sta,max-slew violation count,0,
yosys,Mapped Cells,809,
floorplanning,io pins,82,
yosys,Synth warnings,1,
run,OpenROAD warning count,555,
floorplanning,Die Footprint,39200,um^2
clock_tree,CTS Buf Count,53,
sta,Slew HR,55.4,%
yosys,Synth Register Bits,512,
critical_path,Worst setup SP type,register,
grt,remaining global-route overflow,0,
sta,final hold vios,0,
sta,Setup-failing EPs final,32,
power,Logic pwr share,4.6,%
run_status,status,finished with violations,
critical_path,CP Cell Sequence,"mux4_2, a22oi_2, nand2_1, buf_2",
place,DP HPWL,21700,um
run,Max-Cap Viols,0,
hold_path,hold wc startpoint,Address[0],
route,via count,10400,
power,Pwr per Cell Area,394,nW/um^2
final_layout,post-layout instance area,24900,um^2
final_layout,share of layout cells above drive strength 1,24.7,%
yosys,Synth Cell Area,19200,um^2
yosys,"EDFF count, synth",512,
clock_tree,H-tree depth,2,
clock_tree,"CTS clk-pin slew, worst paths",0.04,ns
hold_path,WHS Path Cells,5,
hold_path,hold path endpoint,MemData[30],
route,DRC Markers,0,
final_layout,Largest regs,mem_contents (512),
hold_path,Hold/Removal Path Class,in -> out,
critical_path,CP Data Arrival Time,4.64,ns
power,P_leak,9.99,nW
power,VDD IR-drop max,297,uV
yosys,"count leader, synth",edfxtp_1,
yosys,ys cells,809,
route,first-pass iteration count of the detailed router,7,
critical_path,Critical Setup Path Class,reg -> out,
power,Sw Share,26.3,%
final_layout,max reg flops,512,
grt,All-Layer GR Usage,25.4,%
yosys,ys flop type,edfxtp_1,
critical_path,CP Data Required Time,4.32,ns
sta,setup TNS,-7.33,ns
power,NetSw,2.58,mW
yosys,synth top area cells,"edfxtp_1, mux4_2, a22oi_1, nand2_1, clkbuf_1",
power,Int Pwr,7.22,mW
grt,largest net degree at the start of global routing,108,
clock_tree,hold buffers post-CTS,0,
floorplanning,Core Util at FP,50.9,%
route,total wire length,40900,um
power,Seq pwr share,46.0,%
place,IO Port Bufs,69,
clock_tree,CTS tree,built,
clock_tree,Max clock buf depth,3,
yosys,top-area cell type share of the netlist area,80.0,%
sta,RSZ-0062 raised after global routing,true,
floorplanning,Die Ht,198,um
yosys,Post-synth ARST share,0,%
final_layout,"Most flops, register",mem_contents,
floorplanning,area of the core,37800,um^2
final_layout,Synth-to-Final Area Change,29.5,%
floorplanning,Die X,198,um
clock_tree,Post-CTS Setup Bufs,0,
power,Clk pwr share,49.4,%
route,DRT antenna net count,0,
sta,Final Worst Setup Slack,-0.317,ns
route,1st-iter DRT viols,341,
sta,Slew @ Worst Pin,0.670,ns
grt,number of global-route vias before repair,12600,
yosys,Yosys top cell by area,edfxtp_1,
yosys,synth cell count leaders,"edfxtp_1, mux4_2, a22oi_1",
clock_tree,clk sinks,512,
yosys,Synth Seq Share,80.0,%
critical_path,Worst Setup End Kind,output port,
yosys,synth unique cells,17,
floorplanning,site row count,71,
grt,initial antenna violation count,1,
place,dpl cell area,21200,um^2
place,RePlAce Congestion,0.759,
grt,first-pass GRT wire length,62800,um
critical_path,Crit-path slowest cell,mux4_2,
route,vias per std cell,5.17,
run_status,failing checks,setup timing,
route,wire per inst,20.4,um
critical_path,worst-path fanout max,1,
critical_path,Worst path max stage delay,0.48,ns
yosys,yosys stat chip area,19200,um^2
clock_tree,clk root buf,clkbuf_16,
==> worst max path at each step <==
| stage | depth (start not counted) | slack, ns | from | endpoint |
|---|---|---|---|---|
| CTS | 4 | -0.33 | mem_contents[2][24]$_DFFE_NP_ | MemData[24] |
| global route | 4 | -0.39 | mem_contents[2][25]$_DFFE_NP_ | MemData[25] |
| finish | 4 | -0.32 | mem_contents[2][25]$_DFFE_NP_ | MemData[25] |
==> layer usage <==
metal / part of all wire (%) / vias up / GRT usage [%]
li1: - / 4770 / -
met1: 31 / 4891 / 27.9
met2: 51 / 630 / 35.7
met3: 17 / 66 / 22.9
met4: 1.7 / 0 / 9.24
met5: 0 / - / 0
==> layout by cell type, fill, tap and decap left out, types with 2 or more instances in the layout <==
cell / count
a22oi_1: 16
a22oi_2: 48
buf_12: 26
buf_2: 32
buf_4: 30
bufinv_16: 4
clkbuf_16: 55
clkdlybuf4s50_1: 35
clkinv_4: 3
clkinvlp_2: 14
edfxtp_1: 512
inv_1: 525
inv_4: 2
mux4_2: 128
nand2_1: 30
nand2_2: 3
nand2b_2: 2
nand3b_1: 2
nor2_4: 13
nor2b_4: 2
nor3_4: 4
==> power groups by stage <==
stage / clock (mW) / sequential [mW] / combinational, mW
4_1_cts: 5.03 / 4.51 / 0.456
5_1_grt: 5.48 / 4.51 / 0.490
6_report: 4.85 / 4.51 / 0.450
==> area by class of cell <==
type / count / area (um^2)
antenna: 1 / 2.50
clock buffer: 55 / 1380
clock inverter: 549 / 2210
fill: 2382 / 12900
multi-input combinational: 251 / 4030
sequential: 512 / 15400
tap: 511 / 639
timing repair buffer: 124 / 1270
==> stage by stage <==
step | hold WS [ns] | cells | setup WS (ns) | power, mW | util, %
2_1_floorplan | 2.41 | 809 | -0.0908 | 5.35 | -
3_3_place_gp | 3.28 | 1399 | -0.213 | 5.56 | 56.2
3_5_place_dp | 3.28 | 1399 | -0.234 | 5.58 | 56.2
4_1_cts | 2.89 | 2002 | -0.330 | 10.0 | 65.8
6_report | 2.88 | 2003 | -0.317 | 9.81 | 66.0
5_1_grt | 2.93 | 2002 | -0.394 | 10.5 | 65.9
==> worst max-delay path: cells and delay by family (launching register included) <==
kind / cells / cell delay [ns]
simple gates: 1 / 0.11
mux: 1 / 0.48
buf+inv: 1 / 0.13
compound gates: 1 / 0.23
flops: 1 / 0.37
==> repair_timing <==
action | CTS | global route
pin swaps | 73 | 9
gates resized | 137 | 9
endpoints found under the setup margin | 32 | 32
==> logic make-up after synthesis <==
family	synth area share (%)
flops	80.0
buf+inv	1.22
simple gates	1.31
compound gates	2.50
mux	15.0
Power is estimated from default activity; no workload was simulated.
