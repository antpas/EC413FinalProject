$ cat ./design.v
`timescale 1ns / 1ps
module Ideal_ALU(R1, Zero, R2, R3, ALUOp);
	parameter	word_size = 32;		 
	input  [word_size-1:0] R2, R3;
	input	 [2:0]			  ALUOp;
	output reg [word_size-1:0] R1;	 
	output reg Zero;											 
 always @ (R2, R3, ALUOp)				 
	begin
		case (ALUOp)
			3'h0: R1 = R2;
			3'h1: R1 = ~R2;
			3'h2: R1 = (R2 + R3);
			3'h3: R1 = (R2 - R3);
			3'h4: R1 = (R2 | R3);
			3'h5: R1 = (R2 & R3);
			3'h6: R1 = (R2 ^ R3);
			3'h7: R1 = (($signed(R2) < $signed(R3))? 1:0);	
		endcase
		if(R1 == 32'b0)
			Zero = 1'b1;
		else
			Zero = 1'b0;
	end
endmodule
$ cat ./run.sh
#!/bin/bash
# OpenROAD 26Q1-2900-gdf79404cd8, Yosys 0.63+post, stock flow scripts
make -C /OpenROAD-flow-scripts/flow DESIGN_CONFIG=/design/flow/config.mk WORK_HOME=/design/flow/orfs finish
$ cat ./config.mk
export PLATFORM = sky130hd
export DESIGN_NAME = Ideal_ALU
export DESIGN_NICKNAME = Ideal_ALU
export VERILOG_FILES = /design/flow/design.v
export SDC_FILE = /design/flow/constraint.sdc
export NUM_CORES = 4
export LEC_CHECK = 1
export CORE_UTILIZATION = 30
$ cat ./constraint.sdc
current_design Ideal_ALU

set clk_period 19.4
set clk_io_pct 0.2

create_clock -name clk0 -period $clk_period

set non_clock_inputs [all_inputs -no_clocks]
set_input_delay [expr $clk_period * $clk_io_pct] -clock clk0 $non_clock_inputs
set_output_delay [expr $clk_period * $clk_io_pct] -clock clk0 [all_outputs]
==> results.rst <==
Run summary
-----------

.. list-table::
   :header-rows: 1

   * - Metric
     - Value
   * - DRC viols
     - 0
   * - Core occupancy in the finished layout
     - between 30% and 40%
   * - Average vias per placed instance
     - ~5.9
   * - Peak VDD IR
     - ~0.013 mV
   * - Final total negative setup slack
     - 0 ns
   * - Post-Syn Instances
     - between 900 and 1000
   * - Final Hold Viols
     - 0
   * - Number of hold buffers added after cts
     - 0
   * - Top Ports
     - roughly 100
   * - Worst-case hold slack
     - 8.61 ns
   * - Worst Setup SP
     - R2[0]
   * - FFs & Latches
     - 0
   * - Number of max-cap violations
     - 0
   * - Effective utilization at floorplan
     - a little under a third
   * - Final setup violating endpoints
     - 0
   * - Via count of the first global-routing pass
     - 7008
   * - Data required time of the critical path
     - around 16 ns
   * - Netlist cell types
     - 78
   * - Arrival @ worst endpoint
     - between 9 and 10 ns
   * - Count of input and output buffers
     - approximately 100
   * - Average wire per cell in the routed design
     - about 19 µm
   * - Placeable core area
     - approximately 0.02 mm²
   * - Total power density per cell area
     - 29.7 mW/mm²
   * - Vias after detailed routing
     - 7608
   * - Unrepaired setup endpoints after global routing
     - false
   * - Antenna violations before repair
     - 0
   * - Final-layout clock buffer total
     - 0
   * - Area taken by flip-flops and latches
     - 0 µm²
   * - Number of setup buffers added after CTS
     - 0
   * - Total congestion overflow
     - 0
   * - Post-route minimum period
     - about 13 ns
   * - Hold Path Stages
     - 4
   * - Transition at the pin with the smallest max-transition slack
     - roughly 0.82 ns
   * - Final Max-Slew Violation Tally
     - 0
   * - Antenna diode instance count
     - 0
   * - Share of the cycle needed by the critical path after routing
     - between 60 and 70%
   * - Total global-route track usage
     - 23.2%
   * - Num rows
     - about 52
   * - Final estimated routing congestion in global placement
     - between 0.9 and 1
   * - Detail Route Antenna Nets
     - 0
   * - Largest net degree at the start of global routing
     - 65
   * - Relative slew slack
     - between 40% and 50%
   * - Outcome
     - completed
   * - Hpwl dp
     - approximately 19000 µm
   * - DRT Pass-1 Iters
     - 5
   * - DRT iter0 DRCs
     - ~640
   * - Number of cell instances after yosys synthesis
     - 973
   * - Critical path peak fanout
     - 4
   * - Worst min-delay path startpoint
     - ALUOp[0]
   * - Post-synthesis to final-layout area growth
     - 18.4%
   * - Vertical die dimension
     - 147 µm
   * - Endpoint class of the critical path
     - primary output
   * - Static leakage
     - between 3 and 4 nW
   * - Category of the worst setup path launch point
     - input pin
   * - Wire length of the first global-routing pass
     - around 39000 µm
   * - Die width
     - between 100 and 150 µm
   * - Fmax
     - 76.0 MHz
   * - Number of warning messages in the yosys log
     - 1
   * - Final WL
     - around 25000 µm
   * - Post-cts gate resize count
     - 0
   * - Die area
     - about 0.021 mm²
   * - Worst min-delay path category
     - in2out
   * - Category of the most critical setup path
     - in2out
   * - Warning total across the stage logs
     - between 100 and 150
   * - Synthesized area divided by synthesized cell count
     - around 6.4 µm²
   * - Post-Place Worst Slack
     - 6.32 ns
   * - Post-synthesis sequential area ratio
     - 0%
   * - Chip area in the Yosys report
     - roughly 0.0063 mm²
   * - Netlist area before placement
     - ~0.0063 mm²
   * - Proportion of layout cells with a drive suffix above 1
     - 3.62%
   * - Worst-case setup margin in the final layout
     - 6.24 ns
final cells by class:
class                           instances  area [µm²]
Tap cell                              270         338
Fill cell                            2149       12900
Timing Repair Buffer                  115        1100
Multi-Input combinational cell        809        5620
Inverter                               99         372
cell usage after synthesis (14+ instances only):
cell type	instances	area, µm²
sky130_fd_sc_hd__a211oi_1	17	128
sky130_fd_sc_hd__a21oi_1	104	521
sky130_fd_sc_hd__nor3_1	29	145
sky130_fd_sc_hd__nand3_1	15	75.1
sky130_fd_sc_hd__o21ai_0	72	360
sky130_fd_sc_hd__clkbuf_1	45	169
sky130_fd_sc_hd__o21bai_1	14	105
sky130_fd_sc_hd__a31oi_1	14	87.6
sky130_fd_sc_hd__nor2b_1	15	93.8
sky130_fd_sc_hd__nor2_1	88	330
sky130_fd_sc_hd__inv_1	98	368
sky130_fd_sc_hd__a221oi_1	14	123
sky130_fd_sc_hd__nand2_1	69	259
sky130_fd_sc_hd__xnor2_1	18	158
sky130_fd_sc_hd__o211ai_1	16	120
sky130_fd_sc_hd__a21o_1	18	135
sky130_fd_sc_hd__ha_1	106	1330
worst max-delay path, stage by stage:
cell and delay [ns]:
sky130_fd_sc_hd__clkdlybuf4s50_1 0.55, sky130_fd_sc_hd__ha_1 0.23, sky130_fd_sc_hd__inv_1 0.08, sky130_fd_sc_hd__fa_1 0.38, sky130_fd_sc_hd__nand2b_1 0.21, sky130_fd_sc_hd__a211oi_1 0.65
sky130_fd_sc_hd__nor2_1 0.13, sky130_fd_sc_hd__o211ai_1 0.23, sky130_fd_sc_hd__o2111ai_1 0.13, sky130_fd_sc_hd__or4_1 0.42, sky130_fd_sc_hd__a2111oi_0 0.47, sky130_fd_sc_hd__or4b_1 0.61
sky130_fd_sc_hd__nor4_2 0.33, sky130_fd_sc_hd__o2111ai_1 0.22, sky130_fd_sc_hd__nor4b_2 0.25, sky130_fd_sc_hd__clkdlybuf4s50_1 0.49
routing by layer:
| layer | track usage, % | wire [µm] | up-vias |
|---|---|---|---|
| li1 | - | - | 3678 |
| met1 | 33.9 | 11600 | 3534 |
| met2 | 35.7 | 10700 | 353 |
| met3 | 2.58 | 1760 | 43 |
| met4 | 6.98 | 794 | 0 |
| met5 | 0 | 0 | - |
where the power goes:
group | internal (mW) | leakage, nW | total [mW] | switching, mW
Combinational | 0.0920 | 3.12 | 0.220 | 0.128
Clock | 0 | 0 | 0 | 0
Sequential | 0 | 0 | 0 | 0
metrics by stage:
stage	cell area [µm²]	std cells	power (mW)
floorplan	6270	973	0.133
global placement	7420	1293	0.217
detailed placement	7420	1293	0.216
CTS	7420	1293	0.217
global route	7420	1293	0.241
finish	7420	1293	0.220
cell usage in the layout (no fill, tap or decap), types with 13 or more instances in the layout:
| cell | synthesis | routed |
|---|---|---|
| sky130_fd_sc_hd__nor2b_1 | 15 | 15 |
| sky130_fd_sc_hd__o21bai_1 | 14 | 14 |
| sky130_fd_sc_hd__nand3_1 | 15 | 15 |
| sky130_fd_sc_hd__a31oi_1 | 14 | 14 |
| sky130_fd_sc_hd__a221oi_1 | 14 | 14 |
| sky130_fd_sc_hd__o31ai_1 | 13 | 13 |
| sky130_fd_sc_hd__a21oi_1 | 104 | 104 |
| sky130_fd_sc_hd__a21o_1 | 18 | 18 |
| sky130_fd_sc_hd__ha_1 | 106 | 106 |
| sky130_fd_sc_hd__xnor2_1 | 18 | 18 |
| sky130_fd_sc_hd__inv_1 | 98 | 98 |
| sky130_fd_sc_hd__buf_4 | 3 | 15 |
| sky130_fd_sc_hd__clkdlybuf4s50_1 | 0 | 97 |
| sky130_fd_sc_hd__o21ai_0 | 72 | 72 |
| sky130_fd_sc_hd__nand2_1 | 69 | 69 |
| sky130_fd_sc_hd__o211ai_1 | 16 | 16 |
| sky130_fd_sc_hd__nor3_1 | 29 | 29 |
| sky130_fd_sc_hd__nor2_1 | 88 | 88 |
| sky130_fd_sc_hd__a211oi_1 | 17 | 17 |
path summary, 6_finish.rpt:
check	to	slack, ns
worst max-delay path	Zero	6.24
worst min-delay path	R1[2]	8.61
cell families after synthesis:
group | Yosys count | share of synthesized area (%)
AND/OR/NAND/NOR | 281 | 21.6
buffers and inverters | 164 | 10.4
XOR/XNOR | 24 | 3.35
multiplexers | 9 | 1.50
AND-OR/OR-AND | 387 | 41.4
adder cells (fa/ha/maj) | 108 | 21.8
Power figures rest on the tool's default switching activity, not on a simulated workload.
