==> /design/flow/design.v <==
`timescale 1ns / 1ps
module FSM(
			input [5:0] opcode,
			input clk,
			input rst,
			output reg PCWrite,
			output reg PCWriteCond,
			output reg InstMemRead,
			output reg MemRead,
			output reg MemWrite,
			output reg MemtoReg,
			output reg InstrRegWrite,
			output reg [1:0] PCSource,
			output reg [2:0] ALUop,
			output reg [1:0] ALUSrcB,
			output reg [1:0] ALUSrcA,
			output reg RegRead1,
			output reg RegRead2,
			output reg RegWrite,
			output reg ImmExtend,
			output reg BranchType,
			output reg [1:0] RegWordPos
			);
			parameter	LW = 6'b100011, SW = 6'b101011, J = 6'b000001, BEQ = 6'b000100, R_type = 6'b010000;
			reg [3:0] state;
			reg [3:0] next_state;
			initial
			begin
			state = 4'b0;
			next_state = 4'b0;
			end
			always@(posedge clk)
			begin
				PCWrite = 0;
				PCWriteCond = 0;
				MemRead = 0;
				MemWrite = 0;
				MemtoReg = 0;
				InstrRegWrite = 0;
				PCSource = 2'b0;
				ALUop = 3'b0;
				ALUSrcB = 2'b0;
				ALUSrcA = 2'b0;
				RegRead1 = 0;
				RegRead2 = 0;
				RegWrite = 0;
				ImmExtend = 0;
				BranchType = 0;
				RegWordPos = 0;
				case(state)
					4'd0: 
					begin
						ALUSrcB = 2'b1;
						ALUSrcA = 2'b0;
						ALUop = 3'b010;
						InstrRegWrite = 1;
						PCWrite = 1;
						PCSource = 2'b00;
						state <= 4'd1;
					end
					4'd1:
					begin
						ALUSrcB = 2'b10;
						ALUSrcA = 2'b0;
						ALUop = 3'b010;
						ImmExtend = 0;
						if(opcode[5:3] == 3'b010 || opcode[5:3] == 3'b110)
						begin
							RegRead1 = 1'b1;
							RegRead2 = 1'b1;
						end
						else if(opcode[5:3] == 3'b100)
						begin
							RegRead1 = 1'b1;
						end
						if(opcode == J)  
							state <= 4'd2;
						else if(opcode[5:4] == 2'b10)  
							state <= 4'd3;
						else if(opcode == 6'b111011 || opcode == 6'b111100)  
							state <= 4'd6;
						else if(opcode[5:4] == 2'b01 || opcode[5:4] == 2'b11)  
							state <= 4'd4;
						else
							state <= 4'd0;
					end
					4'd2:
					begin
						PCWrite = 1;
						PCSource = 2'b10;
						state <= 4'd0;
					end	
					4'd3:
					begin
						ALUSrcB = 2'b0;
						ALUSrcA = 2'b10;
						ALUop = 3'b011;
						PCWriteCond = 1;
						PCSource = 2'b1;
						BranchType = opcode[0];
						state <= 4'd0;
					end
					4'd4:
					begin
						ALUSrcB = {opcode[5],1'b0};
						if(opcode == 6'b111001 || opcode == 6'b111010)
							ALUSrcA = 2'b1;
						else
							ALUSrcA = 2'b10;
						if(opcode == 6'b111001 || opcode == 6'b111010)
							ALUop = 3'b010;
						else
							ALUop = opcode[2:0];
						if(ALUop == 3'b010 || ALUop == 3'b011 || ALUop == 3'b111)
							ImmExtend = 0;
						else
							ImmExtend = 1;
						state <= 4'd5;
					end
					4'd5:
					begin
						RegWrite = 1;
						MemtoReg = 0;
						if(opcode == 6'b111001)
							RegWordPos = 2'b1;
						else if(opcode == 6'b111010)  
							RegWordPos = 2'b10;
						else
							RegWordPos = 2'b0;  
						state <= 4'd0;
					end
					4'd6:
					begin
						ALUop = 3'b010;
						ALUSrcB = 2'b10;
						ImmExtend = 1;
						if(opcode == 6'b111011 || opcode == 6'b111100)  
							ALUSrcA = 2'b1;
						else
							ALUSrcA = 2'b10;  
						if(opcode == 6'b111100 || opcode == 6'b111110)  
								state <= 4'd9;
						else if(opcode == 6'b111011 || opcode == 6'b111101) 
								state <= 4'd7;
					end
					4'd7:
					begin
						MemRead = 1;
						state <= 4'd8;
					end
					4'd8:
					begin
						MemtoReg = 1;
						RegWrite = 1;
						state <= 4'd0;
					end
					4'd9:
					begin
						MemWrite = 1;
						state <= 4'd0;
					end
				endcase
				if(rst)
					state <= 4'b0;
			end
endmodule
==> /design/flow/run.sh <==
#!/bin/bash
# OpenROAD 26Q1-2900-gdf79404cd8, Yosys 0.63+post, stock flow scripts
make -C /OpenROAD-flow-scripts/flow DESIGN_CONFIG=/design/flow/config.mk WORK_HOME=/design/flow/orfs finish
==> /design/flow/config.mk <==
export PLATFORM = sky130hd
export DESIGN_NAME = FSM
export DESIGN_NICKNAME = FSM
export VERILOG_FILES = /design/flow/design.v
export SDC_FILE = /design/flow/constraint.sdc
export NUM_CORES = 4
export LEC_CHECK = 1
export CORE_AREA = 10 10 92 92
export DIE_AREA = 0 0 102 102
==> /design/flow/constraint.sdc <==
current_design FSM

set clk_period 2.5
set clk_io_pct 0.2

create_clock -name clk0 -period $clk_period [get_ports {clk}]

set non_clock_inputs [all_inputs -no_clocks]
set_input_delay [expr $clk_period * $clk_io_pct] -clock clk0 $non_clock_inputs
set_output_delay [expr $clk_period * $clk_io_pct] -clock clk0 [all_outputs]
==> run notes <==
Reports from this run.

- The chip occupies 10400 um^2.
- The internal portion of total power is 661 uW.
- Nets still carrying antenna violations after routing amount to 0.
- The total core area is 6460 um^2.
- The clock transition time at the flip-flop clock pins of the worst setup and hold paths reads 0.09 ns.
- The library cell with the highest instance count after synthesis is sky130_fd_sc_hd__dfxtp_1.
- The total I/O pin count is 31.
- The number of enable-type register cells in the synthesized netlist is 0.
- The final setup violation count is 0.
- The number of buffers inserted to repair setup after CTS is 0.
- The count of warnings emitted by yosys is 2.
- The clock power share is 0.405.
- After layout, the worst setup slack is approximately 0.62 ns.
- The number of distinct standard cells referenced by the synthesized netlist reads 40.
- The period utilization is 0.753.
- The number of antenna violations at the first check in global routing is 0.
- The multi-input combinational cell area reads roughly 470 um^2.
- For this block, the via count after detailed routing is 862.
- Yosys reports that the most numerous cell types are sky130_fd_sc_hd__dfxtp_1 (24), sky130_fd_sc_hd__nor2_1 (12), sky130_fd_sc_hd__nand2_1 (7), sky130_fd_sc_hd__a21oi_1 (6), sky130_fd_sc_hd__o21ai_1 (5).
- The pre-placement core utilization is 0.160.
- The total clock buffers created by CTS reads 3.
- The detailed-placement wirelength estimate is about 2000 um.
- The number of hold-repair buffers added at the cts stage is 0.
- The share of the yosys chip area belonging to registers reads 0.466.
- The register cell area after layout is approximately 480 um^2.
- The flow ran to the end, and the final reports show no timing, DRC or antenna violations.
- The total length of routed wires reads 2670 um.
- The max capacitance violation total reads 0.
- The clock tree has to reach 24 sinks.
- The quantity of gates resized following cts reads 0.
- For this design, Yosys synthesis ends with a cell count of ~120.
- The area growth from synthesis to layout reads 38.1%.
- The cell type with the largest total area reads sky130_fd_sc_hd__dfxtp_1.
- The total overflow left after global routing is 0.
- The overall global routing resource usage reads 0.0508.
- The power consumption reads 839 uW.
- STA lists the maximum fanout along the critical path as 11.
- Switching power as a fraction of the total was reported as 0.212.
- The required arrival time at the worst endpoint reads around 2.7 ns.
- The minimum period implied by the final worst setup slack is 1.88 ns.
- The die boundary height is 102 um.
- The diode insertion count for antenna repair is 0.
- The first-pass iteration count of the detailed router is 4.
- In the final report, the number of pins over their slew limit comes to 0.
- The cell area after technology mapping reads 1030 um^2.
- The post-place setup slack reads roughly 0.36 ns.
- STA classifies the critical path startpoint as a primary input.
- The first routing iteration left 72 violations.
- The ratio of total power to cell area reads 589 nW/um^2.
- The maximum clock skew at final layout is 0.00738 ns.
- The measured slew at the worst slew-check pin reads 0.660 ns.
- The average cell area after synthesis reads about 9 um^2.
- The number of instances in the synthesized netlist is 115.
- The wire length of the first global-routing pass is 4310 um.
- The CTS tree is built.
- The tightest hold path in the finished design has a slack of approximately 0.69 ns.
- The number of filler cells placed in the layout is 709.
- The synthesis-stage register bit count reads 24.
- The dominant synthesized flop cell reads sky130_fd_sc_hd__dfxtp_1.
- The number of non-filler instances in the completed layout reads 215.
- The arrival time at the worst endpoint reads ~2.0 ns.
- According to the hold report, the worst path is of the reg2reg type.
- The number of DRC violations after detailed routing is 0.
- The combinational cell fraction of total power reads 0.108.
- The main area contributors are sky130_fd_sc_hd__dfxtp_1 (47%), sky130_fd_sc_hd__nor2_1 (4.4%), sky130_fd_sc_hd__a21oi_1 (2.9%), sky130_fd_sc_hd__buf_4 (2.9%), sky130_fd_sc_hd__nand2_1 (2.5%).
- The critical path start-end classification is in2reg.
- The part of the total power dissipated in sequential elements reads 0.487.
- The final timing report lists a hold violation count of 0.
- The ratio of routed vias to standard cells is 4.01.
- The maximum VDD drop reads 0.000322 V.
- The maximum number of pins on one net before global-route repair is 23.
- The OpenROAD warning count reads 25.
- The horizontal die dimension reads 102 um.
- Per the OpenROAD power report, leakage power amounts to 0.000508 uW.
- The count of buffers inserted at the top-level ports reads 29.
- Per the CTS log, the maximum H-tree level is 1.
- Setup repair after global routing left no endpoint under its margin.
- The fmax reads about 530 MHz.
- The routability congestion estimate is 0.819.
- The final-layout setup total negative slack is 0 ns.
- The number of placed cells counting well taps reads about 210.
- After synthesis, the chip area reported by Yosys is 1030 um^2.
- The routed length per placed instance is 12.4 um.
- The share of synthesized registers carrying an async set or reset reads 0.
- Measured against its own limit, the worst slew margin works out to 0.560.
- The share of post-route cells with drive strength above 1 is 0.0507.
- In this run the deepest clock path goes through 2 buffers.
- The number of global-route vias before repair was ~850.
- The net load switching power is 178 uW.
- The worst setup path is captured at a register.
- For the worst-skew pair, the clock arrives at the later sink with an insertion delay of about 0.27 ns.
- The number of placement rows is 29.
- The top-area cell type share of the netlist area reads 0.466.
- The clock tree root buffer cell is sky130_fd_sc_hd__clkbuf_8.
[critical path: stages]
cell and delay [ns]:
sky130_fd_sc_hd__clkdlybuf4s50_1 0.67, sky130_fd_sc_hd__or2b_1 0.31, sky130_fd_sc_hd__o21bai_1 0.20, sky130_fd_sc_hd__o21ai_1 0.08, sky130_fd_sc_hd__a221oi_1 0.29
[power groups by stage]
stage	combinational (uW)	sequential [uW]	clock [uW]
4_1_cts	91.5	409	342
5_1_grt	101	412	362
6_report	90.7	409	339
[flip-flops by register name, indices dropped and copies added, names as in the netlist, 2 cells and up]
signal and count:
state 4, ALUSrcA 2, ALUop 3, RegWordPos 2
[area by class of cell]
class	count	area share
Sequential cell	24	0.337
Multi-Input combinational cell	78	0.333
Timing Repair Buffer	29	0.204
Tap cell	77	0.0677
Clock buffer	3	0.0290
Clock inverter	1	0.0211
Inverter	3	0.00791
[routing by layer]
layer,global-route usage,routed length [um]
met1,0.0770,1470
met2,0.0686,966
met3,0.0204,235
met4,0.00325,0
met5,0,0
[worst paths after layout]
kind,from,to,slack [ns],depth (start not counted)
setup reg to reg,state[0],state[1],0.86,4
setup / recovery,opcode[0],ALUop[1],0.62,5
hold / removal,state[3],ALUSrcB[1],0.69,1
hold reg to reg,state[3],ALUSrcB[1],0.69,1
[stage by stage]
step,utilization,cell area (um^2)
after floorplan,-,1030
final,0.220,1420
after CTS,0.220,1420
after detailed placement,0.209,1350
after global placement,0.209,1350
after global routing,0.220,1420
[cells in the final DEF (no fill, tap or decap), types with 2 or more instances in the layout]
cell type / count
sky130_fd_sc_hd__clkdlybuf4s50_1: 29
sky130_fd_sc_hd__dfxtp_1: 24
sky130_fd_sc_hd__nor2_1: 12
sky130_fd_sc_hd__nand2_1: 7
sky130_fd_sc_hd__a21oi_1: 6
sky130_fd_sc_hd__o21ai_1: 5
sky130_fd_sc_hd__nor2b_1: 4
sky130_fd_sc_hd__nor3_1: 4
sky130_fd_sc_hd__and2_1: 4
sky130_fd_sc_hd__nor4_1: 4
sky130_fd_sc_hd__inv_1: 3
sky130_fd_sc_hd__o21ai_0: 3
sky130_fd_sc_hd__clkbuf_8: 3
sky130_fd_sc_hd__or3b_1: 2
sky130_fd_sc_hd__o21bai_1: 2
sky130_fd_sc_hd__nand2b_1: 2
sky130_fd_sc_hd__o211ai_1: 2
[logic make-up (layout without fill, tap and decap cells)]
group | Yosys count | in the layout | synth area share
compound gates | 27 | 27 | 0.183
buf+inv | 13 | 36 | 0.0740
flops | 24 | 24 | 0.466
simple gates | 49 | 49 | 0.265
xor+xnor | 1 | 1 | 0.00850
other cells | 1 | 1 | 0.00364
Power figures rest on the tool's default switching activity, not on a simulated workload.
